==> flow/design.v <==
`timescale 1ns / 1ps
module SyncGeneration(
    pclk, reset, hSync, vSync, dataValid, hDataCnt, vDataCnt
    );
    input        pclk;
    input        reset;
    output       hSync;
    output       vSync;
    output       dataValid;
    output [9:0] hDataCnt;
    output [9:0] vDataCnt ;
    parameter    H_SP_END = 96;
   parameter    H_BP_END = 144;
   parameter    H_FP_START = 785;
   parameter    H_TOTAL = 800;
   parameter    V_SP_END = 2;
   parameter    V_BP_END = 35;
   parameter    V_FP_START = 516;
   parameter    V_TOTAL = 525;
   reg [9:0]    x_cnt,y_cnt;
   wire         h_valid,v_valid;
   always @(posedge reset or posedge pclk) begin
      if (reset)
         x_cnt <= 10'd1;
      else begin
         if (x_cnt == H_TOTAL)
            x_cnt <= 10'd1;
         else
            x_cnt <= x_cnt + 1;
      end
   end
   always @(posedge pclk or posedge reset) begin
      if (reset)
         y_cnt <= 10'd1;
      else begin
         if (y_cnt == V_TOTAL & x_cnt == H_TOTAL)
            y_cnt <= 1;
         else if (x_cnt == H_TOTAL)
            y_cnt <= y_cnt + 1;
         else y_cnt<=y_cnt;
      end
   end
   assign hSync = ((x_cnt > H_SP_END)) ? 1'b1 : 1'b0;
   assign vSync = ((y_cnt > V_SP_END)) ? 1'b1 : 1'b0;
   assign h_valid = ((x_cnt > H_BP_END) & (x_cnt <= H_FP_START)) ? 1'b1 : 1'b0;
   assign v_valid = ((y_cnt > V_BP_END) & (y_cnt <= V_FP_START)) ? 1'b1 : 1'b0;
   assign dataValid = ((h_valid == 1'b1) & (v_valid == 1'b1)) ? 1'b1 :  1'b0;
   assign hDataCnt = ((h_valid == 1'b1)) ? x_cnt - H_BP_END : 10'b0;
   assign vDataCnt = ((v_valid == 1'b1)) ? y_cnt - V_BP_END : 10'b0;
endmodule
==> flow/run.sh <==
#!/bin/bash
# OpenROAD 26Q1-2900-gdf79404cd8, Yosys 0.63+post, stock flow scripts
make -C /OpenROAD-flow-scripts/flow DESIGN_CONFIG=/design/flow/config.mk WORK_HOME=/design/flow/orfs finish
==> flow/config.mk <==
export PLATFORM = sky130hd
export DESIGN_NAME = SyncGeneration
export DESIGN_NICKNAME = SyncGeneration
export VERILOG_FILES = /design/flow/design.v
export SDC_FILE = /design/flow/constraint.sdc
export NUM_CORES = 4
export LEC_CHECK = 1
export CORE_AREA = 10 10 98 98
export DIE_AREA = 0 0 108 108
==> flow/constraint.sdc <==
current_design SyncGeneration

set clk_period 5.3
set clk_io_pct 0.2

create_clock -name clk0 -period $clk_period [get_ports {pclk}]

set non_clock_inputs [all_inputs -no_clocks]
set_input_delay [expr $clk_period * $clk_io_pct] -clock clk0 $non_clock_inputs
set_output_delay [expr $clk_period * $clk_io_pct] -clock clk0 [all_outputs]
==> flow_summary.yaml <==
# flow metrics
place:
  gp_congestion: 0.8481
  dp.cells: 295
  dpl-instance-area_um2: 1872
  io_buffers: 23
  hpwlAfterDp_mm: 2.692
grt:
  grt_pass1_vias: 1249
  grt_remaining_overflow: 0
  grt_pass1_wl_mm: 6.016
  grt_max_degree: 21
  grt_usage_pct: 6.133
  antenna_found_initial: 0
worst_setup_path:
  worstPathCellList: "inv_1, ha_1, or4_1, nand3_1, o21ai_2, nor3b_1, clkdlybuf4s50_1"
  critical_path_arrival_ps: 2550
  required_ps: 4240
  worstSetupPathType: "flip-flop to output pin"
  max_stage_delay_ps: 510
  path_max_fanout: 10
  cp_num_cells: 7
  crit_path_start_kind: "flip-flop"
  critPathBufInv: 2
  ff2ff_path_depth: 6
  crit_family: "simple AND/OR/NAND/NOR gates"
  cp_slowest_cell: "or4_1"
  cp-end-kind: "output pin"
yosys:
  synthTopCellsByCount: "nor2_1, dfrtp_1, nor3_1, xnor2_1, nand2_1"
  async_reset_ff_share_pct: 100.0
  synth_warnings: 1
  top_area_share_pct: 28.32
  avgSynthCellArea_um2: 8.690
  top_cell: "nor2_1"
  yosysTopAreaCell: "dfrtp_1"
  synth-edff-count: 0
  synthCells: 183
  ys_top_cells_by_area: "dfrtp_1, ha_1, xnor2_1, nor2_1, nor3_1"
  postSynthSeqShare_pct: 31.63
  ys_area_um2: 1590
  ff_type: "dfrtp_1"
  synth_area_um2: 1590
  yosys_cells: 183
  synthDistinctLibCells: 46
  ys_ff: 20
sta:
  relSlewSlack_pct: 47.72
  finalClockPeriodUsage_pct: 68.20
  setup_tns_ps: 0
  setup_viol: 0
  fin_skew_ps: 6.307
  fmax_mhz: 276.7
  rsz0062_at_grt: "false"
  hold_viol: 0
  final.min_clock_period_ps: 3614
  tightest_slew_ps: 783.4
  slew_violations: 0
cts:
  clockBufferDepth: 2
  cts_resized: 0
  cts-root-buf: "clkbuf_8"
  tritoncts: "done"
  cts.htree.levels: 1
  path_clk_slew_ps: 60
  cts_inserted_buffers: 3
  cts_sinks: 20
  cts_hold_buf: 0
  cts_setup_buffers: 0
  insertion_delay_ps: 250
pwr:
  cellPowerDensity_nw_per_um2: 133.4
  ir_drop_uv: 110.1
  p_total_uw: 255.7
  leakagePower_uw: 0.0007887
die:
  die_w_um: 108
  floorplan.core_util_pct: 20.80
  num_io_pins: 25
  rows: 32
  core_area_um2: 7647
  dieArea_um2: 11660
  fp.dieH_um: 108
routing:
  drc: 0
  vias_per_cell: 4.281
  via_count: 1280
  num_antenna_cells: 0
  ant_nets: 0
  first_pass_iters: 4
  drt_iter0_drc: 99
  wire_per_inst_um: 12.00
  finalWirelength_mm: 3.589
cells_and_area:
  logic_area_um2: 969.7
  fillers: 787
  layout-drive-gt1-share_pct: 9.645
  seqCellArea_um2: 503.0
  final_area_um2: 1917
  syn_to_final_growth_pct: 20.54
  fin_cells: 299
run_status:
  outcome: "finished clean"
hold_path:
  hold_path_class: "flip-flop to flip-flop"
  holdPathStages: 1
run:
  warning_count: 33
  drv_cap: 0
## final cells by class
| type | instances | area share [%] |
|---|---|---|
| clock buffers | 4 | 2.350 |
| inverters | 9 | 1.762 |
| multi-input cells | 140 | 50.59 |
| flip-flops and latches | 20 | 26.24 |
| well taps | 102 | 6.658 |
| repair buffers | 24 | 12.40 |
## flip-flops by register name, summed over array words and instances, names as in the netlist
register  cells
x_cnt        10
y_cnt        10
## logic make-up after synthesis
group | share of synthesized area (%)
AND/OR/NAND/NOR | 27.46
AND-OR/OR-AND | 13.06
buffers and inverters | 7.395
XOR/XNOR | 11.57
flip-flops | 31.63
adder cells (fa/ha/maj) | 8.654
other | 0.2358
## metrics by stage
| stage | hold slack, ps | util (%) | setup slack, ps |
|---|---|---|---|
| final | 493.2 | 25.07 | 1686 |
| after global routing | 515.7 | 25.07 | 1498 |
| after CTS | 497.0 | 25.07 | 1641 |
| after detailed placement | 479.5 | 24.48 | 1927 |
| after global placement | 469.6 | 24.48 | 1941 |
| after floorplan | 453.5 | - | 2664 |
## placed cells by master (no fill, tap or decap), drive strengths merged, types with 2 or more instances in the layout
| cell | count |
|---|---|
| ha | 11 |
| inv | 9 |
| dfrtp | 18 |
| or3 | 2 |
| dfstp | 2 |
| nor2 | 20 |
| a21oi | 5 |
| nor3 | 16 |
| xor2 | 6 |
| and3 | 3 |
| nand4 | 4 |
| clkdlybuf4s50 | 23 |
| nand2 | 12 |
| nand3 | 4 |
| a31oi | 4 |
| clkbuf | 4 |
| o21ai | 7 |
| and4bb | 2 |
| and2 | 4 |
| a31o | 2 |
| nor3b | 3 |
| or4 | 2 |
| nand2b | 2 |
| xnor2 | 15 |
| a41oi | 2 |
## power breakdown
part | switching, uW | internal, uW
combinational | 3.11 | 0.689
clock | 45.9 | 53.4
sequential | 0 | 153
## worst register-to-register path, stage by stage, from the launching register on
cell and delay [ps]:
dfrtp_1 460, inv_1 160, ha_1 150, and4bb_2 270, and2_1 490, nand4_1 180
xnor2_1 150
## path summary, 6_finish.rpt
path	start	endpoint	slack, ps
setup / recovery	x_cnt[5]$_DFF_PP0_	hDataCnt[2]	1690
hold / removal	x_cnt[0]$_DFF_PP1_	x_cnt[0]$_DFF_PP1_	490
setup reg to reg	x_cnt[4]$_DFF_PP0_	y_cnt[8]$_DFFE_PP0P_	3320
hold reg to reg	x_cnt[0]$_DFF_PP1_	x_cnt[0]$_DFF_PP1_	490
max in group asynchronous	reset	y_cnt[3]$_DFFE_PP0P_	3540
min in group asynchronous	reset	x_cnt[8]$_DFF_PP0_	1270
## routing by layer
metal	global-route usage, %	vias to the layer above	wire (um)
met5	0	-	0
met4	0.4771	0	27
met3	1.446	4	103
met2	11.08	13	1846
met1	7.507	606	1611
li1	-	657	-
Power and IR drop assume default switching activity.
